<file path="run.sh">
#!/bin/bash
# OpenROAD 26Q1-2900-gdf79404cd8, Yosys 0.63+post, stock flow scripts
make -C /OpenROAD-flow-scripts/flow DESIGN_CONFIG=/design/flow/config.mk WORK_HOME=/design/flow/orfs finish
</file>
<file path="config.mk">
export PLATFORM = sky130hd
export DESIGN_NAME = processor
export DESIGN_NICKNAME = processor
export VERILOG_FILES = /design/flow/design.v
export SDC_FILE = /design/flow/constraint.sdc
export NUM_CORES = 4
export LEC_CHECK = 1
export CORE_UTILIZATION = 30
</file>
<file path="constraint.sdc">
current_design processor

set clk_period 27.3
set clk_io_pct 0.2

create_clock -name clk0 -period $clk_period [get_ports {clk}]

set non_clock_inputs [all_inputs -no_clocks]
set_input_delay [expr $clk_period * $clk_io_pct] -clock clk0 $non_clock_inputs
set_output_delay [expr $clk_period * $clk_io_pct] -clock clk0 [all_outputs]
</file>
<file path="design.v">
module processor( input         clk, reset,
                  output [31:0] PC,
                  input  [31:0] instruction,
                  output        WE,
                  output [31:0] address_to_mem,
                  output [31:0] data_to_mem,
                  input  [31:0] data_from_mem
                );
    wire beq, blt, jal, jalr, reg_write, mem_to_reg, mem_write, alu_src;
    wire [2:0] imm_control;
    wire [2:0] alu_control;
    wire [31:0] wd3, rs1, rs2;
    wire [31:0] imm;
    wire [31:0] src_a, src_b;
    assign src_a = rs1;
    wire [31:0] alu_out;
    wire alu_zero, alu_lt;
    wire [31:0] branch_sum_data, branch_target;
    assign address_to_mem = alu_out;
    assign data_to_mem = rs2;
    assign WE = mem_write;
    wire [31:0] pc_in, pc_plus_4, jalx_mux_out;
    wire jalx;
    assign jalx = jal || jalr;
    wire branch_outcome;
    assign branch_outcome = (alu_lt && blt) || (beq && alu_zero) || jalx;
    control_unit control_unit(instruction, beq, blt, jal, jalr, reg_write, mem_to_reg, mem_write, alu_src, imm_control, alu_control);
    registers registers(reg_write, clk, reset, instruction[19:15], instruction[24:20], instruction[11:7], wd3, rs1, rs2);
    imm_decode imm_decoder (instruction [31:7], imm_control, imm );
    mux alu_mux(rs2, imm, alu_src, src_b);
    alu alu(src_a, src_b, alu_control, alu_out, alu_zero, alu_lt);
    register pc_reg(pc_in, clk, reset, PC);
    sum pc_inc(PC, 4, pc_plus_4);
    sum branch_sum(imm, PC, branch_sum_data);
    mux branch_target_mux(branch_sum_data, alu_out, jalr, branch_target);
    mux jalx_mux(alu_out, pc_plus_4, jalx, jalx_mux_out);
    mux reg_write_mux(jalx_mux_out, data_from_mem, mem_to_reg, wd3);
    mux pc_next_mux(pc_plus_4, branch_target, branch_outcome, pc_in);
endmodule
module register(input [31:0] in, inout clk, input reset, output [31:0] out);
    reg [31:0] data = 0;
    assign out = data;
    always @(posedge clk) begin
        data = in;
        if (reset) data = 0;
    end
endmodule
module sum (input [31:0] a, b, output [31:0] res);
    assign res = a + b;
endmodule
module mux (input [31:0] a, b, input select, output reg [31:0] out);
    always @(*) begin
        if (!select) out = a;
        else out = b;
    end
endmodule
module alu (input [31:0] a, b, input [2:0] alu_control, output reg [31:0] out, output reg zero, output reg lt);
    localparam [2:0] ALU_ADD = 0;
    localparam [2:0] ALU_SUB = 1;
    localparam [2:0] ALU_AND = 2;
    localparam [2:0] ALU_SRL = 3;
    localparam [2:0] ALU_LOG = 4;
    reg [7:0] exp;
    reg [22:0] m;
    always @(*) begin
        case (alu_control)
            ALU_ADD: out = a + b;
            ALU_SUB: out = a - b;
            ALU_AND: out = a & b;
            ALU_SRL: out = a >> b;
            ALU_LOG: begin
                exp = a[30:23];
                out = exp - 127;
            end
        endcase
        zero = (out == 0);
        lt = out[31];
    end
endmodule
module imm_decode ( input [31:7] instruction, input [2:0] imm_control, output reg [31:0] imm );
    localparam [2:0] IMM_I = 1;
    localparam [2:0] IMM_S = 2;
    localparam [2:0] IMM_B = 3;
    localparam [2:0] IMM_U = 4;
    localparam [2:0] IMM_J = 5;
    always @(*) begin
        imm[31:0] = {32{1'b0}};
        case (imm_control)
            IMM_I: imm = {{20{instruction[31]}}, instruction[31:20]};
            IMM_S: imm = {{20{instruction[31]}}, instruction[31:25], instruction[11:7]};
            IMM_B: imm = {{19{instruction[31]}}, instruction[31], instruction[7], instruction[30:25], instruction[11:8], 1'b0};
            IMM_U: imm[31:12] = instruction[31:12];
            IMM_J: imm = {{11{instruction[31]}}, instruction[31], instruction[19:12], instruction[20], instruction[30:21], 1'b0};
        endcase
    end
endmodule
module registers ( input we3, clk, reset, input [4:0] a1, a2, a3, input [31:0] wd3, output [31:0] rd1, rd2);
    reg [31:0] data [31:0];
    assign rd1 = data[a1];
    assign rd2 = data[a2];
    integer i;
    always @(posedge clk) begin
        data[0] <= 0;
        if (we3 && a3 != 0) data[a3] = wd3;
        if (reset) begin
            for (i = 0; i < 32; i = i + 1) begin
               data[i] <= 0;
            end
        end
    end
endmodule
module control_unit ( input [31:0] instruction,
                      output reg beq, blt, jal, jalr, reg_write, mem_to_reg, mem_write, alu_src,
                      output reg [2:0] imm_control,
                      output reg [2:0] alu_control);
    localparam [2:0] ALU_ADD = 0;
    localparam [2:0] ALU_SUB = 1;
    localparam [2:0] ALU_AND = 2;
    localparam [2:0] ALU_SRL = 3;
    localparam [2:0] ALU_LOG = 4;
    localparam [2:0] IMM_OFF = 0;
    localparam [2:0] IMM_I = 1;
    localparam [2:0] IMM_S = 2;
    localparam [2:0] IMM_B = 3;
    localparam [2:0] IMM_U = 4;
    localparam [2:0] IMM_J = 5;
    always @(*) begin
        beq = 0;
        blt = 0;
        jal = 0;
        jalr = 0;
        reg_write = 0;
        mem_to_reg = 0;
        mem_write = 0;
        alu_src = 0;
        imm_control = IMM_OFF;
        alu_control = ALU_ADD;
        case (instruction[6:0])
            7'b0110011: begin  
                reg_write = 1;
                if (instruction[14:12] == 3'b111) alu_control = ALU_AND;
                else if (instruction[14:12] == 3'b101) alu_control = ALU_SRL;
                else if (instruction[31:25] == 7'b0000000) alu_control = ALU_ADD;
                else if (instruction[31:25] == 7'b0100000) alu_control = ALU_SUB;
            end
            7'b0010011: begin  
                reg_write = 1;
                alu_src = 1;
                imm_control = IMM_I;
            end
            7'b1100011: begin  
                alu_control = ALU_SUB;
                imm_control = IMM_B;
                if (instruction[14:12] == 3'b000) beq = 1;
                else blt = 1;
            end
            7'b0000011: begin  
                reg_write = 1;
                mem_to_reg = 1;
                alu_src = 1;
                imm_control = IMM_I;
            end
            7'b0100011: begin  
                mem_write = 1;
                alu_src = 1;
                imm_control = IMM_S;
            end
            7'b0110111: begin  
                reg_write = 1;
                alu_src = 1;
                imm_control = IMM_U;
            end
            7'b1101111: begin  
                jal = 1;
                reg_write = 1;
                imm_control = IMM_J;
            end
            7'b1100111: begin  
                jalr = 1;
                reg_write = 1;
                alu_src = 1;
                imm_control = IMM_I;
            end
            7'b0001011: begin  
                reg_write = 1;
                alu_control = ALU_LOG;
                alu_src = 1;
                imm_control = IMM_I;
            end
        endcase
    end
endmodule
</file>
==> out/qor.log <==
qor: critical_path.worstPathBufferInverterCount 7
qor: synth.syn_area 0.0630 mm²
qor: timing.hold_ws 0.507 ns
qor: clock_network.insertion_delay 0.76 ns
qor: floorplan.die-height 460 µm
qor: floorplan.fp_util 30.3%
qor: synth.yosys.area_share.aoi 15.8%
qor: timing.grt_setup_unrepaired false
qor: drt.drt-pass1-iter-count 6
qor: synth.synthArstFlopShare 0%
qor: synth.mux_area_share 19.8%
qor: synth.yosys.area_share.simple 14.0%
qor: drt.totalWireLength 266 mm
qor: global_route.grt_max_degree 82
qor: critical_path.critical_path_required 21.84 ns
qor: placed_design.place_hpwl 175 mm
qor: floorplan.core_region_area 0.208 mm²
qor: synth.fa_ha_area_share 1.41%
qor: floorplan.row_cnt 167
qor: timing.max_slew_margin 30.1%
qor: timing.fin_skew 0.0473 ns
qor: clock_network.cts_setup_buffers 0
qor: timing.timing_max_transition_violations_final 0
qor: power_and_ir_drop.power.static_leakage 0.0253 µW
qor: timing.unclocked_regs 32
qor: global_route.gr-usage-all-layers 25.6%
qor: synth.ys.flops 1088
qor: synth.synth.avg_cell_area 10.1 µm²
qor: layout.final_cell_mix sky130_fd_sc_hd__nor2_1, sky130_fd_sc_hd__mux2i_1, sky130_fd_sc_hd__dfxtp_1
qor: critical_path.criticalPathCategory primary input to primary output
qor: timing.hold_viol_final 0
qor: synth.synth.cellmix.xorXnorShare 1.49%
qor: power_and_ir_drop.peakVddDrop 0.0538 mV
qor: floorplan.fp.dieArea 0.212 mm²
qor: synth.yosysChipArea 0.0630 mm²
qor: flow_run.cap_violations 0
qor: global_route.via_count_of_the_first_global_routing_pass 52.4k
qor: critical_path.timing.critical_path.slowest_cell_delay 0.76 ns
qor: layout.post_layout_nonfiller_instances 9106
qor: timing.endpoints_left_unconstrained 32
qor: flow_run.stage_log_warnings 29
qor: placed_design.placement.io_buffers 162
qor: drt.drt-initial-drc-count 5190
qor: layout.area_growth 13.3%
qor: synth.synth-warning-count 6
qor: timing.finalSetupViolations 0
qor: global_route.antenna_found_initial 12
qor: timing.max_clock_freq 47.7 MHz
qor: timing.period_used_share 76.8%
qor: critical_path.critical_path.slowest_cell sky130_fd_sc_hd__nor2b_4
qor: critical_path.critical_path.top_delay_family AND-OR/OR-AND gates
qor: floorplan.floorplan.die.width 460 µm
qor: synth.ys_types 113
qor: drt.route.detailed.wl_per_inst 29.2 µm
qor: clock_network.cts.path.max_buffers 3
qor: critical_path.startpoint_type primary input
qor: clock_network.cts_inserted_buffers 117
qor: layout.drive_gt1_share 14.2%
qor: drt.drc 0
qor: clock_network.cts.htree.levels 3
qor: clock_network.cts.hold.buffers_added 0
qor: timing.fin_tns_setup 0 ns
qor: floorplan.top_level_ports 163
qor: placed_design.placedCellCount 8869
qor: clock_network.tritoncts done
qor: critical_path.worstPathArrival 15.51 ns
qor: timing.layout_min_cycle_time 20.97 ns
qor: global_route.grt_pass1_wl 375 mm
qor: clock_network.cts_resized 0
qor: critical_path.crit_path_end_kind primary output
qor: layout.mostFrequentLayoutCell sky130_fd_sc_hd__nor2_1
qor: power_and_ir_drop.power-per-cell-area 58.9 mW/mm²
qor: worst_hold_path.worstHoldPathType flop to flop
qor: drt.viasPerCell 5.89
qor: synth.cells_yosys 6237
qor: global_route.globalRouteOverflowTotal 0
qor: clock_network.worst_setup_hold_path_clk_slew 0.06 ns
qor: clock_network.clk_root_buffer_cell sky130_fd_sc_hd__clkbuf_16
qor: timing.max_slew.worst_pin.slew 1.05 ns
qor: critical_path.critPathMaxFanout 57
qor: synth.synth-main-ff-cell sky130_fd_sc_hd__dfxtp_1
qor: synth.edff_count_synth 512
qor: synth.ys_top_logic_family multiplexers
qor: outcome.status finished clean
qor: placed_design.gp_congestion 0.999
qor: synth.post_synth_inst_count 6237
qor: drt.detailroute.via_count 53.7k
qor: drt.route.antenna.remaining_nets 0
-- layer usage --
| layer | wire length [µm] | global-route usage, % | up-vias |
|---|---|---|---|
| met5 | 1080 | 4.00 | - |
| met4 | 15300 | 11.8 | 30 |
| met3 | 44900 | 17.0 | 740 |
| met2 | 110000 | 35.3 | 3669 |
| met1 | 94700 | 30.5 | 25897 |
| li1 | - | - | 23332 |
-- path summary, 6_finish.rpt --
check | from | end | slack, ns | depth (start not counted)
max | instruction[21] | address_to_mem[31] | 6.33 | 31
min | registers.data[23][22] | registers.data[23][22] | 0.51 | 2
max reg2reg | registers.data[11][1] | registers.data[29][31] | 17.45 | 33
min reg2reg | registers.data[23][22] | registers.data[23][22] | 0.51 | 2
-- cells by family (layout without fill, tap and decap cells) --
logic type	count (synthesis)	in the layout
other	1	80
flip-flops	1056	1056
AND/OR/NAND/NOR	1997	1997
AND-OR/OR-AND	1406	1406
XOR/XNOR	107	107
latches	32	32
buffers and inverters	649	651
adder cells (fa/ha/maj)	70	70
multiplexers	919	919
-- tightest hold or removal path: stages (launching register included) --
cell	delay (ns)
sky130_fd_sc_hd__dfxtp_1	0.31
sky130_fd_sc_hd__nor2_1	0.10
sky130_fd_sc_hd__a211oi_1	0.05
-- power by group --
part / switching [µW] / internal (µW) / leakage, µW / total, µW
Sequential: 27.1 / 1710 / 0.00994 / 1730
Clock: 685 / 914 / 0.00187 / 1600
Combinational: 603 / 273 / 0.0135 / 875
-- layout make-up --
| class | instances | area, µm² |
|---|---|---|
| tap | 2788 | 3490 |
| fill | 20388 | 136000 |
| timing repair buffer | 384 | 3320 |
| clock inverter | 57 | 603 |
| multi-input combinational | 4563 | 33800 |
| antenna | 16 | 40.0 |
| clock buffer | 164 | 3240 |
| inverter | 46 | 173 |
| sequential | 1088 | 26700 |
-- flip-flops by register name (all words and copies together), names as in the netlist --
signal,cells
pc_reg.data,32
alu.out,32
registers.data,1024
-- Yosys cell counts (35+ instances only) --
library cell	n	area, µm²
sky130_fd_sc_hd__buf_6	42	473
sky130_fd_sc_hd__edfxtp_1	512	15400
sky130_fd_sc_hd__and3_1	44	275
sky130_fd_sc_hd__nor3_1	72	360
sky130_fd_sc_hd__a211oi_1	484	3630
sky130_fd_sc_hd__nand3_1	160	801
sky130_fd_sc_hd__nor2_1	1263	4740
sky130_fd_sc_hd__mux4_2	254	5720
sky130_fd_sc_hd__nand2_1	179	672
sky130_fd_sc_hd__mux2_2	51	574
sky130_fd_sc_hd__nand2b_1	35	219
sky130_fd_sc_hd__o21ai_0	85	425
sky130_fd_sc_hd__clkbuf_1	369	1390
sky130_fd_sc_hd__o22ai_1	56	350
sky130_fd_sc_hd__mux2i_1	611	6120
sky130_fd_sc_hd__nand4_1	55	344
sky130_fd_sc_hd__buf_4	44	330
sky130_fd_sc_hd__xor2_1	47	412
sky130_fd_sc_hd__buf_2	105	526
sky130_fd_sc_hd__dfxtp_1	544	10900
sky130_fd_sc_hd__a21o_1	45	338
sky130_fd_sc_hd__xnor2_1	60	526
sky130_fd_sc_hd__ha_1	68	851
sky130_fd_sc_hd__a21oi_1	235	1180
sky130_fd_sc_hd__inv_1	42	158
sky130_fd_sc_hd__a22oi_1	258	1940
sky130_fd_sc_hd__nor2b_1	40	250
-- metrics by stage --
step	total power, µW	setup WS (ns)	utilization [%]	instance area, µm²
finish	4210	6.33	34.3	71400
global route	4320	6.15	34.3	71400
CTS	4180	6.51	34.3	71400
detailed placement	2610	6.55	32.5	67500
global placement	2600	6.51	32.5	67500
floorplan	2250	10.21	-	63300
Power and IR drop assume default switching activity.
